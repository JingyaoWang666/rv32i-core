<file path="./run.sh">
#!/bin/bash
# OpenROAD 26Q1-2900-gdf79404cd8, Yosys 0.63+post, stock flow scripts
make -C /OpenROAD-flow-scripts/flow DESIGN_CONFIG=/design/flow/config.mk WORK_HOME=/design/flow/orfs finish
</file>
<file path="./config.mk">
export PLATFORM = sky130hd
export DESIGN_NAME = seg_display
export DESIGN_NICKNAME = seg_display
export VERILOG_FILES = /design/flow/design.v
export SDC_FILE = /design/flow/constraint.sdc
export NUM_CORES = 4
export LEC_CHECK = 1
export CORE_UTILIZATION = 30
</file>
<file path="./constraint.sdc">
current_design seg_display

set clk_period 33.1
set clk_io_pct 0.2

create_clock -name clk0 -period $clk_period [get_ports {clk}]

set non_clock_inputs [all_inputs -no_clocks]
set_input_delay [expr $clk_period * $clk_io_pct] -clock clk0 $non_clock_inputs
set_output_delay [expr $clk_period * $clk_io_pct] -clock clk0 [all_outputs]
</file>
<file path="./design.v">
module clk_divider_100M_to_50kHz (
    input  wire clk_100M,    
    input  wire rst_n,       
    output reg  scan_clk     
);
localparam CNT_MAX = 1999;   
reg [10:0] cnt;
always @(posedge clk_100M or negedge rst_n) begin
    if (!rst_n) begin
        cnt <= 11'd0;
    end else if (cnt == CNT_MAX) begin
        cnt <= 11'd0;
    end else begin
        cnt <= cnt + 11'd1;
    end
end
always @(posedge clk_100M or negedge rst_n) begin
    if (!rst_n) begin
        scan_clk <= 1'b0;
    end else if (cnt == CNT_MAX / 2) begin   
        scan_clk <= ~scan_clk;
    end
end
endmodule
module seg_display(
    input  wire         clk,             
    input  wire         rst_n,           
    input  wire [15:0]  seg_data_16,     
    input  wire [31:0]  gcd_result,      
    input  wire         cpu_state,       
    output reg [3:0]    seg_an,          
    output reg [7:0]    seg_seg          
);
wire [3:0] curr_seg[3:0];
assign curr_seg[0] = seg_data_16[3:0];    
assign curr_seg[1] = seg_data_16[7:4];    
assign curr_seg[2] = seg_data_16[11:8];   
assign curr_seg[3] = seg_data_16[15:12];  
wire scan_clk;
clk_divider_100M_to_50kHz my_div(
    .clk_100M(clk),
    .rst_n(rst_n),
    .scan_clk(scan_clk)
);
reg [1:0] scan_an;
always @(posedge scan_clk)
    scan_an <= scan_an + 2'b1;     
reg [3:0] scan_seg;                       
always @(*) begin
    if(cpu_state == 1'b1) begin           
        case(scan_an)
            2'd0: scan_seg = gcd_result % 4'd10;  
            2'd1: scan_seg = gcd_result / 4'd10;  
            default: scan_seg = 4'd0;
        endcase
    end else begin
        scan_seg = curr_seg[scan_an];      
    end
end
always @(*) begin
    case(scan_an)
        2'd0: seg_an = 4'b1110;  
        2'd1: seg_an = 4'b1101;  
        2'd2: seg_an = 4'b1011;  
        2'd3: seg_an = 4'b0111;  
        default: seg_an = 4'b1111;
    endcase
end
always @(*) begin
    case(scan_seg)
        4'd0: seg_seg = 8'b11000000;  
        4'd1: seg_seg = 8'b11111001;  
        4'd2: seg_seg = 8'b10100100;  
        4'd3: seg_seg = 8'b10110000;  
        4'd4: seg_seg = 8'b10011001;  
        4'd5: seg_seg = 8'b10010010;  
        4'd6: seg_seg = 8'b10000010;  
        4'd7: seg_seg = 8'b11111000;  
        4'd8: seg_seg = 8'b10000000;  
        4'd9: seg_seg = 8'b10010000;  
        default: seg_seg = 8'b11111111;  
    endcase
end
endmodule
</file>
==> job_summary.md <==
## Synthesis and layout report

| Metric | Value |
|---|---|
| Overflow after GRT | `0` |
| Hold Crit Class | `reg2reg` |
| Nature of the critical path startpoint | `input port` |
| Count of unclocked register or latch pins | `2` |
| Leading cell types by count after synthesis | `sky130_fd_sc_hd__nor2_1 (69), sky130_fd_sc_hd__nand2_1 (56), sky130_fd_sc_hd__a21oi_1 (43)` |
| Signal arrival time at the worst endpoint | `19.02 ns` |
| Minimum clock period after layout | `25.64 ns` |
| Post-Route Utilization | `34.5%` |
| Post-synth ARST share | `85.7%` |
| Outcome | `finished, final reports clean` |
| Final hold viol count | `0` |
| Most repeated cell in the gate-level netlist after synthesis | `sky130_fd_sc_hd__nor2_1` |
| Core Footprint | `18100 µm²` |
| Transition time of the tightest slew-check pin | `0.796 ns` |
| Hold buffer count at CTS | `0` |
| Setup total negative slack | `0 ns` |
| Number of warnings printed during yosys synthesis | `2` |
| Overall power of the completed layout | `0.298 mW` |
| Max stage delay on crit path | `0.72 ns` |
| Top cells by area | `sky130_fd_sc_hd__dfrtp_1 (5.4%), sky130_fd_sc_hd__nor2_1 (4.6%), sky130_fd_sc_hd__a21oi_1 (3.8%), sky130_fd_sc_hd__nand2_1 (3.8%), sky130_fd_sc_hd__nand3_1 (3.4%)` |
| Mean area per synthesized cell | `7.17 µm²` |
| Total count of max-transition violations in the final report | `0` |
| Worst-path clk slew | `0.04 ns` |
| Number of unique standard cell types used by synthesis | `123` |
| Leakage dissipation | `2.23 nW` |
| Max-capacitance violation count | `0` |
| Number of global-route vias before repair | `5446` |
| Wire per inst | `14.8 µm` |
| Post-synth area from yosys stat | `5610 µm²` |
| Yosys cell count | `782` |
| Count of unresolved DRC violations after routing | `0` |
| Number of instances in the synthesized netlist | `782` |
| Fraction of layout instances using a drive strength above 1 | `10.6%` |
| Sequential share of the synthesized area | `6.07%` |
| Clock Latency Late Sink | `0.23 ns` |
| Height of the die | `139 µm` |
| Die boundary width | `139 µm` |
| Share of the cycle needed by the critical path after routing | `77.5%` |
| Non-filler cells, final | `1010` |
| Maximum count of clock buffers along a single path | `2` |
| Dominant register cell in the synthesized netlist | `sky130_fd_sc_hd__dfrtp_1` |
| Initial Util | `30.9%` |
| Relative slew margins | `46.8%` |
| Port-buffer cells | `61` |
| Register bit count reported by yosys | `14` |
| Worst Clk Skew | `0.000750 ns` |
| # H-tree levels | `1` |
| Post-cts sizing count | `0` |
| Post-synthesis instance area | `5610 µm²` |
| Maximum frequency from static timing analysis | `39.0 MHz` |
| Final setup fails | `0` |
| Final weighted congestion in routability-driven placement | `0.890` |
| Top-level port count | `63` |
| Global routing usage summed across all routing layers | `15.3%` |
| Antenna violation net count after detailed routing | `0` |
| Slowest cell on the critical path | `sky130_fd_sc_hd__clkdlybuf4s50_1` |
| Cell chosen for the clock root | `sky130_fd_sc_hd__clkbuf_16` |
| Placed cell areas | `6190 µm²` |
| Cell taking the most area after synthesis | `sky130_fd_sc_hd__dfrtp_1` |
| Areal power density over the cells | `47.6 nW/µm²` |
| Setup crit end kind | `output port` |
| Number of logged tool warnings | `31` |
| Area delta synth->final | `11.7%` |
| Postcts setup bufs | `0` |
| Total wire length after detailed routing | `14.9 mm` |
| TritonCTS clock tree | `done` |
| Pin count of the biggest net entering global routing | `28` |
| Placement row count | `49` |
| Total number of vias | `6133` |
| Setup repair after global routing missed its margin | `no` |
| Area share of the leading cell type in the synthesized netlist | `5.36%` |
| Critical-path maximum fanout | `27` |
| First-pass GRT wire length | `25.7 mm` |
| Number of placed instances, taps included | `1007` |
| Peak supply drop | `0.0280 mV` |
| Number of CTS-inserted buffers | `3` |
| Total Die Area | `19200 µm²` |
| Number of enable flip-flop cells | `0` |
| Critical Path RT | `26.48 ns` |
| Total half-perimeter wirelength after legalization and detailed placement | `11.1 mm` |
| Category of the critical setup timing path | `in2out` |
| Most common cell on crit path | `sky130_fd_sc_hd__nor3_1` |
| Final standard cell area without fillers | `6260 µm²` |
| Ant. Diodes | `0` |
| Number of unconstrained endpoints | `6` |
| Router iterations before antenna repair | `23` |
| Number of antenna violations at the first check in global routing | `0` |
| Number of DRC markers after the initial detailed-route iteration | `364` |
| Via density per instance | `6.07` |
## power breakdown
group | switching (mW) | internal, mW | total [mW] | leakage [nW]
Sequential | 0 | 0.0147 | 0.0147 | 0.175
Combinational | 0.161 | 0.101 | 0.262 | 2.02
Clock | 0.00540 | 0.0156 | 0.0210 | 0.0370
## layout make-up
cell class / count / area (µm²)
fillers: 1907 / 11900
multi-input cells: 665 / 4800
repair buffers: 64 / 633
flip-flops and latches: 14 / 340
well taps: 229 / 287
inverters: 35 / 131
clock buffers: 3 / 75.1
## per-layer routing
metal,track usage (%),up-vias,routed length [µm]
met5,0,-,0
met4,1.29,0,99
met3,1.02,18,809
met2,24.0,196,6700
met1,23.8,2835,7330
li1,-,3084,-
## kinds of logic after synthesis
logic type      count (synthesis)  synth area share, %
flops                          14                 6.07
other cells                     1               0.0669
fa+ha+maj                      11                 2.41
xor+xnor                       23                 3.59
mux                            16                 3.71
simple gates                  331                 32.9
compound gates                283                 42.9
buf+inv                       103                 8.37
## stage by stage
stage,hold slack [ns],setup slack [ns]
final,0.463,7.46
after global routing,0.490,6.23
after CTS,0.472,7.61
after detailed placement,0.463,7.65
after global placement,0.455,7.73
after floorplan,0.433,10.47
## critical path: cells and delay by family
kind	cells	cell delay, ns
xor gates and xnor gates	1	0.16
AOI/OAI and AO/OA	19	5.62
and+or+nand+nor	12	3.53
buffers and inverters	3	1.46
adders and majority gates	2	0.75
muxes	2	0.88
## registers in the layout, indices dropped and copies added, names as in the netlist
register         count
scan_an              2
my_div.scan_clk      1
my_div.cnt          11
## worst paths after layout
check	end	cells past startpoint	startpoint	slack (ns)
worst min-delay path	my_div.cnt[0]	1	my_div.cnt[0]	0.46
worst max-delay path	seg_seg[4]	39	gcd_result[30]	7.46
worst max register to register	my_div.cnt[4]	5	my_div.cnt[0]	31.55
max in group asynchronous	my_div.cnt[9]	1	rst_n	26.00
worst min register to register	my_div.cnt[0]	1	my_div.cnt[0]	0.46
min in group asynchronous	my_div.cnt[5]	1	rst_n	6.74
## layout by cell type (no fill, tap or decap), types with 7 or more instances in the layout
cell / Yosys / routed
sky130_fd_sc_hd__a31oi_1: 12 / 12
sky130_fd_sc_hd__o21ai_1: 12 / 12
sky130_fd_sc_hd__nand2b_1: 8 / 8
sky130_fd_sc_hd__a211o_1: 8 / 8
sky130_fd_sc_hd__dfrtp_1: 12 / 12
sky130_fd_sc_hd__nand3_1: 38 / 38
sky130_fd_sc_hd__o2111ai_1: 16 / 16
sky130_fd_sc_hd__inv_1: 32 / 32
sky130_fd_sc_hd__o22ai_1: 8 / 8
sky130_fd_sc_hd__nand2_1: 56 / 56
sky130_fd_sc_hd__nor2b_1: 7 / 7
sky130_fd_sc_hd__and3_1: 13 / 13
sky130_fd_sc_hd__o21a_1: 7 / 7
sky130_fd_sc_hd__xor2_1: 12 / 12
sky130_fd_sc_hd__or3_1: 9 / 9
sky130_fd_sc_hd__xnor2_1: 11 / 11
sky130_fd_sc_hd__o211ai_1: 9 / 9
sky130_fd_sc_hd__nor3_1: 33 / 33
sky130_fd_sc_hd__a21oi_1: 43 / 43
sky130_fd_sc_hd__clkdlybuf4s50_1: 0 / 61
sky130_fd_sc_hd__nor4_1: 15 / 15
sky130_fd_sc_hd__nor2_1: 69 / 69
sky130_fd_sc_hd__a221oi_1: 10 / 10
sky130_fd_sc_hd__nand4_1: 16 / 16
sky130_fd_sc_hd__mux2i_1: 7 / 7
sky130_fd_sc_hd__nand3b_1: 7 / 7
sky130_fd_sc_hd__o31ai_1: 7 / 7
sky130_fd_sc_hd__o21ai_0: 26 / 26
sky130_fd_sc_hd__ha_1: 10 / 10
No activity file was given, so power comes from the tool's default toggle rates.
