==> /design/flow/design.v <==
module rv32i_reg_file (
    input  wire        clk,
    input  wire        rst_n,
    input  wire [4:0]  rs1_addr,
    input  wire [4:0]  rs2_addr,
    output reg [31:0] rs1_data,
    output reg [31:0] rs2_data,
    input  wire        rd_we,       
    input  wire [4:0]  rd_addr,
    input  wire [31:0] rd_data,
    input                  calc_start,   
    input      [31:0]      gcd_a,        
    input      [31:0]      gcd_b,        
    output reg [31:0]      gcd_result    
);
localparam REG_GCD_A      = 5'd28;
localparam REG_GCD_B      = 5'd29;
localparam REG_GCD_RESULT = 5'd10;
localparam REG_GCD_START  = 5'd31;
    reg [31:0] reg_file [0:31];  
    integer i;
    always @(negedge rst_n or posedge clk) begin
        if (!rst_n) begin
            for (i = 0; i < 28; i = i + 1) begin
                reg_file[i] <= 32'b0;
            end
            reg_file[31] <= {{31{1'b0}},calc_start};
            reg_file[30] <= 32'b0;
            reg_file[29] <= gcd_a;
            reg_file[28] <= gcd_b;
            gcd_result <= 32'b0;  
        end else if (rd_we && (rd_addr != 5'b0)) begin
            if (rd_addr == REG_GCD_RESULT) begin
                reg_file[rd_addr] <= rd_data;  
                gcd_result <= rd_data;
            end
            else if((rd_addr != REG_GCD_A) && (rd_addr != REG_GCD_B) && (rd_addr != REG_GCD_START)) begin
                reg_file[rd_addr] <= rd_data;  
            end
        end
    end
always @(*) begin
    if(rs1_addr == 5'b0) begin
        rs1_data = 32'b0;  
    end 
    else if (rs1_addr == REG_GCD_A) begin
        rs1_data = gcd_a;
    end
    else if (rs1_addr == REG_GCD_B) begin
        rs1_data = gcd_b;
    end
    else if (rs1_addr == REG_GCD_START) begin
        rs1_data = {{31{1'b0}}, calc_start};
    end
    else begin
        rs1_data = reg_file[rs1_addr];
    end
end
always @(*) begin
    if(rs2_addr == 5'b0) begin
        rs2_data = 32'b0;
    end 
    else if (rs2_addr == REG_GCD_A) begin
        rs2_data = gcd_a;
    end
    else if (rs2_addr == REG_GCD_B) begin
        rs2_data = gcd_b;
    end
    else if (rs2_addr == REG_GCD_START) begin
        rs2_data = {{31{1'b0}}, calc_start}; 
    end
    else begin
        rs2_data = reg_file[rs2_addr];
    end
end
endmodule
==> /design/flow/run.sh <==
#!/bin/bash
# OpenROAD 26Q1-2900-gdf79404cd8, Yosys 0.63+post, stock flow scripts
make -C /OpenROAD-flow-scripts/flow DESIGN_CONFIG=/design/flow/config.mk WORK_HOME=/design/flow/orfs finish
==> /design/flow/config.mk <==
export PLATFORM = sky130hd
export DESIGN_NAME = rv32i_reg_file
export DESIGN_NICKNAME = rv32i_reg_file
export VERILOG_FILES = /design/flow/design.v
export SDC_FILE = /design/flow/constraint.sdc
export NUM_CORES = 4
export LEC_CHECK = 1
export CORE_UTILIZATION = 40
==> /design/flow/constraint.sdc <==
current_design rv32i_reg_file

set clk_period 10.7
set clk_io_pct 0.2

create_clock -name clk0 -period $clk_period [get_ports {clk}]

set non_clock_inputs [all_inputs -no_clocks]
set_input_delay [expr $clk_period * $clk_io_pct] -clock clk0 $non_clock_inputs
set_output_delay [expr $clk_period * $clk_io_pct] -clock clk0 [all_outputs]
==> changes_impl.md <==
### Metrics

- CTS Buf Count: roughly 100
- # hold bufs at CTS: 0
- Setup Fix Bufs, Post-CTS: 0
- Drt pass-1 iters: 10
- Fill cells: 10400
- Yosys cell types: 74
- Max-cap violation count: 0
- Deepest clock path buffer count: 3
- Worst Path Arrival: 6.91 ns
- Site Rows: 125
- Hold path start: reg_file[2][20]
- DRT antenna net count: 0
- Layout Cells excl Fill: around 5800
- Setup TNS: 0 ns
- Post-synth area hogs: dfrtp_1, mux2_2, a22oi_1
- Synth area leader: dfrtp_1
- Setup WS pre-CTS: 2.02 ns
- Vias in the first global route: 41600
- Max layer used: met5
- Total power: around 10000 µW
- FFs w/ async S/R, synth: 100%
- Hold EP: reg_file[2][20]
- FP Util: 40.3%
- Core outline area: 116000 µm²
- Ys cells: 4088
- Syn. warnings: 5
- Final hold vios: 0
- Share of cells above drive strength 1: 33.1%
- R2r worst-path depth: 1
- Seq/Total Area, Yosys: 47.9%
- Clk latency late pin: 0.70 ns
- Status: finished clean
- Critical R2R Launch: gcd_result[31]
- Antenna violations before repair: 32
- Tcrit/Tclk final: 84.6%
- WL final: ~260000 µm
- GRT overflow: 0
- Die Width: ~340 µm
- Syn_area_per_cell: about 11 µm²
- VDD IR max: 0.119 mV
- Setup ws final: between 1.5 and 2 ns
- Layout area overhead: 17.1%
- Worst Path Max Fanout: 17
- CP Data Required Time: 8.56 ns
- Synth Instances: 4088
- Average wire per standard cell: about 44 µm
- Hold Crit Class: reg -> reg
- Violation tally from detailed-route iteration zero: ~5800
- Number of synthesized flops with an enable pin: 0
- Via count: 42900
- Crit end category: output port
- Clock Sinks: 896
- Reg2reg end: gcd_result[31]
- H-tree levels: 3
- Achievable Freq: 0.110 GHz
- Die Y-Extent: 344 µm
- Startpoint Class: input port
- First-pass GRT wire length: 349000 µm
- DRT met1 WL: 91600 µm
- IO Pins: 211
- DR DRC count: 0
- Synth flops: 896
- TritonCTS clock tree: built
- Slew @ Worst Pin: 1.08 ns
- Overall routing resource usage: 45.1%
- PortBufs: 210
- Final setup vio count: 0
- Pin count of the biggest net entering global routing: 124
- Tmin final: 9.05 ns
- Core Util, Final: 47.2%
- YS chip area: about 47000 µm²
- Area leader share: 47.9%
- RSZ-0062 raised after global routing: false
- DP Wirelength: 159000 µm
- Placed insts: 5615
- Commonest flop: dfrtp_1
- Clock skew: 0 ns
- R2R Setup Slk: 9.65 ns
- Worst-path clk slew: 0.06 ns
- Post-Syn Area: 46800 µm²
- Worst hold path depth: 1
- Vias per cell: 7.37
- Root buffer cell: clkbuf_16
- Leak: 0.0239 µW
- Relative slew slack: 27.8%
- Routability cong.: 1.08
- Met3 wire length: about 42000 µm
- Slew Limit Fails: 0
- Crit Path Class: in -> out
- Die area: 118000 µm²
- WL met2: 101000 µm
- Number of gates resized after CTS: 0
- PD cells: 182 nW/µm²
- Log Warnings: 37
## state kept, by name (all words and copies together), names as in the netlist
name / flops
gcd_result: 32
reg_file: 864
## layout by cell type, fill, tap and decap left out, drive strengths merged, types with 51 or more instances in the layout
| cell type | instances |
|---|---|
| and3 | 240 |
| a21oi | 66 |
| mux2 | 896 |
| clkbuf | 136 |
| o21ai | 61 |
| nand3 | 74 |
| a2111oi | 81 |
| a22oi | 653 |
| buf | 233 |
| nand2 | 119 |
| dfrtp | 896 |
| nor2 | 93 |
| o221ai | 51 |
| clkdlybuf4s50 | 203 |
| nand4 | 119 |
## worst max-delay path by stage
| stage | end | cells past startpoint | slack [ns] | startpoint |
|---|---|---|---|---|
| final | rs2_data[31] | 9 | 1.65 | rs2_addr[3] |
| after global routing | rs2_data[31] | 9 | 1.70 | rs2_addr[3] |
| after CTS | rs2_data[31] | 9 | 2.01 | rs2_addr[3] |
## through the flow
step	hold slack, ns	area [µm²]
floorplan	0.479	46800
global placement	0.493	51300
detailed placement	0.497	51300
CTS	0.511	54800
global route	0.518	54800
finish	0.511	54900
## where the power goes
group	switching, µW	internal, µW	leakage, µW	total (µW)
sequential	685	4050	0.0115	4730
combinational	747	789	0.0107	1540
clock	1510	2220	0.00170	3720
## area by class of cell
class,instances,area [µm²],share of cell area (%)
diodes,24,60.1,0.109
clock buffers,136,2840,5.18
clock inverters,45,633,1.15
inverters,9,33.8,0.0616
multi-input cells,2750,23100,42.2
flip-flops and latches,896,22400,40.9
well taps,1524,1910,3.48
repair buffers,436,3820,6.97
## synthesized netlist by cell type, types with 38 or more instances
| cell | instances |
|---|---|
| a2111oi_0 | 75 |
| a21oi_1 | 65 |
| and3_1 | 237 |
| clkbuf_1 | 236 |
| mux2_2 | 894 |
| nor3_1 | 38 |
| o221ai_1 | 51 |
| a22oi_1 | 653 |
| dfrtp_1 | 896 |
| nand4_1 | 119 |
| nand2_1 | 119 |
| nand3_1 | 74 |
| buf_2 | 101 |
| nor4_1 | 47 |
| buf_1 | 80 |
| nor2_1 | 76 |
## routing by layer
layer / GRT usage, % / up-vias
met1: 57.6 / 21600
met4: 26.7 / 34
met2: 58.6 / 3847
met3: 27.3 / 1298
li1: - / 16200
met5: 3.13 / -
## cell families after synthesis
kind of cell | after synthesis | synth area share (%)
compound gates | 1022 | 16.4
buf+inv | 442 | 4.01
simple gates | 821 | 9.94
flops | 896 | 47.9
mux | 907 | 21.8
## critical path, stage by stage
cell,delay (ns)
clkdlybuf4s50_1,1.02
nand2b_1,0.62
nor2_4,0.71
buf_4,0.57
a22oi_1,0.17
nand4_1,0.12
a2111oi_0,0.08
a211oi_1,0.83
clkdlybuf4s50_1,0.62
Power is estimated from default activity; no workload was simulated.
