==> flow/design.v <==
module rv32i_alu (
    input  wire [31:0] op_a,        
    input  wire [31:0] op_b,        
    input  wire [3:0]  alu_op,      
    output reg  [31:0] result,
    output wire        zero,        
    output wire        eq,          
    output wire        lt,          
    output wire        ltu          
);
    always @(*) begin
        result = 32'b0;
        case(alu_op)
            4'd1: result = op_a - op_b;
            4'd0: result = op_a + op_b;
            4'd2: result = op_a & op_b;
            4'd3 : result = op_a | op_b;
            4'd4: result = op_a ^ op_b;
            4'd5: result = op_a << op_b[4:0];
            4'd6: result = op_a >> op_b[4:0];
            4'd7: result = $signed(op_a) >>> op_b[4:0];
            4'd8: result = ($signed(op_a) < $signed(op_b)) ? 1'b1 : 1'b0;
            4'd15: ;
        endcase
    end
    assign zero = (result == 32'b0);
    assign eq = (op_a == op_b);
    assign lt = $signed(op_a) < $signed(op_b);
    assign ltu = op_a < op_b;
endmodule
==> flow/run.sh <==
#!/bin/bash
# OpenROAD 26Q1-2900-gdf79404cd8, Yosys 0.63+post, stock flow scripts
make -C /OpenROAD-flow-scripts/flow DESIGN_CONFIG=/design/flow/config.mk WORK_HOME=/design/flow/orfs finish
==> flow/config.mk <==
export PLATFORM = sky130hd
export DESIGN_NAME = rv32i_alu
export DESIGN_NICKNAME = rv32i_alu
export VERILOG_FILES = /design/flow/design.v
export SDC_FILE = /design/flow/constraint.sdc
export NUM_CORES = 4
export LEC_CHECK = 1
export CORE_UTILIZATION = 50
==> flow/constraint.sdc <==
current_design rv32i_alu

set clk_period 14.6
set clk_io_pct 0.2

create_clock -name clk0 -period $clk_period

set non_clock_inputs [all_inputs -no_clocks]
set_input_delay [expr $clk_period * $clk_io_pct] -clock clk0 $non_clock_inputs
set_output_delay [expr $clk_period * $clk_io_pct] -clock clk0 [all_outputs]
==> out/results.tsv <==
stage	metric	value	unit
timing	setup TNS	0	ns
route	ant diodes	0	
synthesis	Mean Syn Cell Area	6.93	um^2
timing	minimum clock period	11.71	ns
place	DP HPWL	38100	um
synthesis	cell count in the Yosys report	1488	
timing	worst-margin pin slew	1.01	ns
clocking	CTS hold repair buffers	0	
global_route	GR Util All Layers	0.470	
place	gpl congestion	1.12	
timing	Max Clock Freq	0.0854	GHz
power	worst vdd ir	32.4	uV
power	pwr dens	39.5	nW/um^2
global_route	Congestion Overflow GR	0	
clocking	post_cts resized	0	
global_route	met3 Resource Use GR	0.156	
route	Via-to-Cell Ratio	7.26	
run	Log Warnings	98	
power	P_leak	4.65	nW
floorplanning	FP Util	0.509	
synthesis	Synth cell types	85	
floorplanning	Chip Width	146	um
timing	final setup fails	0	
global_route	first-pass GRT wire length	74000	um
layout	# clk buffers	0	
layout	Flop area	0	um^2
route	number of DRC markers in iteration 0	1558	
global_route	vias in the first global route	11751	
global_route	met1 usage	0.662	
layout	seq_cells	0	
floorplanning	die area	21200	um^2
synthesis	Synth Seq Share	0	
critical_path	critical path arrival	8.79	ns
run_status	outcome	finished, final reports clean	
global_route	Global Route met2 Usage	0.680	
route	TritonRoute pass-1 iters	5	
timing	final hold vios	0	
floorplanning	chip height	146	um
route	drt drc	0	
critical_path	slowest cell on the critical path	a2111oi_0	
layout	final core utilization	0.562	
synthesis	cells after synthesis	1488	
synthesis	top cells by count, synth	139 x nand2_1, 117 x nor2_1, 102 x a21oi_1, 99 x inv_1, 97 x ha_1	
floorplanning	core area	20200	um^2
critical_path	cell breakdown of the critical path	clkdlybuf4s50_1, buf_4, inv_1, ha_1, a2111o_1, a2111oi_0, nor3_1, o211ai_1, o221ai_1, a2111oi_0, nand4_1, nor4_1, nand4b_1, nor3_2, clkdlybuf4s50_1	
critical_path	critical path type	primary input to output port	
place	pre-CTS WS	3.00	ns
synthesis	yosys stat chip area	10300	um^2
global_route	grt peak-use layer	met2	
worst_hold_path	type of the most critical hold path	primary input to output port	
synthesis	Yosys warning count	1	
timing	relative slew slack	0.319	
route	vias	12771	
route	antenna-violating nets left	0	
timing	period utilization	0.802	
synthesis	synth top area cells	ha_1 12%, mux4_2 10%, mux2i_1 7.5%	
timing	final worst slack	2.89	ns
critical_path	Setup crit start kind	primary input	
synthesis	count leader, synth	nand2_1	
layout	share of layout cells above drive strength 1	0.0960	
synthesis	Synth area leader	ha_1	
critical_path	CP Capture Type	output port	
layout	area delta synth->final	10.3	%
floorplanning	Row Count	52	
global_route	initial antenna violation count	0	
timing	RSZ-0062 raised after global routing	no	
floorplanning	io pins	104	
critical_path	CP Max Fanout	43	
timing	Final Max Tran Viols	0	
run	Max Cap Viol	0	
place	I/O Buffers	104	
synthesis	Cell Area, Synth	10300	um^2
route	Routed WL	49100	um
global_route	maximum number of pins on one net before global-route repair	70	
route	Avg WL per Cell	27.9	um
synthesis	Top-area cell share	0.118	
critical_path	WP data required	11.68	ns
critical_path	crit-path max cell delay	0.67	ns
clocking	postcts setup bufs	0	
[metal layers]
metal,wire (um),up-vias
met5,0,-
met4,2210,0
met3,6830,165
met1,19600,5947
met2,20400,1020
li1,-,5639
[report_power, final]
part	internal (mW)	leakage [nW]	switching (mW)
logic	0.176	4.65	0.273
clock network	0	0	0
registers	0	0	0
[cells by family after synthesis]
kind of cell               after synthesis  synth area share
adders and majority gates               99             0.122
buffers and inverters                  243            0.0957
and+or+nand+nor                        479             0.228
xor gates and xnor gates                13            0.0110
AOI/OAI and AO/OA                      503             0.337
muxes                                  151             0.207
[layout by cell type, fill, tap and decap left out, types with 16 or more instances in the layout]
| cell type | instances |
|---|---|
| o21ai_0 | 85 |
| o211ai_1 | 40 |
| clkdlybuf4s50_1 | 99 |
| nor3_1 | 29 |
| a21oi_1 | 102 |
| nand4_1 | 16 |
| a31oi_1 | 18 |
| a22oi_1 | 16 |
| nand3_1 | 39 |
| a21o_1 | 21 |
| nand2_1 | 139 |
| ha_1 | 97 |
| mux2_2 | 27 |
| mux4_2 | 47 |
| a211oi_1 | 35 |
| nand2b_1 | 21 |
| mux2i_1 | 77 |
| inv_1 | 99 |
| nor2b_1 | 25 |
| o22ai_1 | 21 |
| nor2_1 | 117 |
| buf_4 | 38 |
[critical path, delay by kind of cell]
kind / cells / cell delay [ns]
and+or+nand+nor: 5 / 1.22
AOI/OAI and AO/OA: 5 / 2.37
adders and majority gates: 1 / 0.54
buffers and inverters: 4 / 1.75
[worst paths after layout]
kind                      start   endpoint  slack (ns)  cells after the start
worst max-delay path    op_b[4]       zero        2.89                     15
worst min-delay path  alu_op[0]  result[0]        6.91                      4
[area by class of cell]
class	instances	area, um^2
Timing Repair Buffer	140	1290
Multi-Input combinational cell	1245	9340
Tap cell	270	338
Fill cell	1953	8870
Inverter	104	390
[per-stage QoR]
step           hold slack, ns  cell area, um^2  total power, mW  std cells
2_1_floorplan            6.08            10300            0.275       1488
3_3_place_gp             6.86            11400            0.433       1759
3_5_place_dp             6.88            11400            0.430       1759
4_1_cts                  6.89            11400            0.433       1759
5_1_grt                  6.94            11400            0.476       1759
6_report                 6.91            11400            0.449       1759
Power and IR drop assume default switching activity.
